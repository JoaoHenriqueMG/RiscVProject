<file path="design/flow/config.mk">
export PLATFORM = sky130hd
export DESIGN_NAME = alu
export DESIGN_NICKNAME = alu
export VERILOG_FILES = /design/flow/design.v
export SDC_FILE = /design/flow/constraint.sdc
export NUM_CORES = 4
export LEC_CHECK = 1
export CORE_UTILIZATION = 30
</file>
<file path="design/flow/constraint.sdc">
current_design alu

set clk_period 17.9
set clk_io_pct 0.2

create_clock -name clk0 -period $clk_period

set non_clock_inputs [all_inputs -no_clocks]
set_input_delay [expr $clk_period * $clk_io_pct] -clock clk0 $non_clock_inputs
set_output_delay [expr $clk_period * $clk_io_pct] -clock clk0 [all_outputs]
</file>
<file path="design/flow/design.v">
package Pipe_Buf_Reg_PKG;
  typedef struct packed {
    logic [8:0]  Curr_Pc;
    logic [31:0] Curr_Instr;
  } if_id_reg;
  typedef struct packed {
    logic        ALUSrc;
    logic        MemtoReg;
    logic        RegWrite;
    logic        MemRead;
    logic        MemWrite;
    logic [1:0]  ALUOp;
    logic        Branch;
    logic        Halt;
    logic        Jal;
    logic        Jalr;
    logic [8:0]  Curr_Pc;
    logic [31:0] RD_One;
    logic [31:0] RD_Two;
    logic [4:0]  RS_One;
    logic [4:0]  RS_Two;
    logic [4:0]  rd;
    logic [31:0] ImmG;
    logic [2:0]  func3;
    logic [6:0]  func7;
    logic [31:0] Curr_Instr;
  } id_ex_reg;
  typedef struct packed {
    logic        RegWrite;
    logic        MemtoReg;
    logic        MemRead;
    logic        MemWrite;
    logic [31:0] Pc_Imm;
    logic [31:0] Pc_Four;
    logic [31:0] Imm_Out;
    logic [31:0] Alu_Result;
    logic [31:0] RD_Two;
    logic [4:0]  rd;
    logic [2:0]  func3;
    logic [6:0]  func7;
    logic [31:0] Curr_Instr;
    logic JSel;
  } ex_mem_reg;
  typedef struct packed {
    logic        RegWrite;
    logic        MemtoReg;
    logic [31:0] Pc_Imm;
    logic [31:0] Pc_Four;
    logic [31:0] Imm_Out;
    logic [31:0] Alu_Result;
    logic [31:0] MemReadData;
    logic [4:0]  rd;
    logic [31:0] Curr_Instr;
    logic JSel;
  } mem_wb_reg;
endpackage
`timescale 1ns / 1ps
module alu#(
                parameter DATA_WIDTH = 32,
                parameter OPCODE_LENGTH = 4
        )
        (
                input logic [DATA_WIDTH-1:0]    SrcA,
                input logic [DATA_WIDTH-1:0]    SrcB,
                input logic [OPCODE_LENGTH-1:0] Operation,
                output logic[DATA_WIDTH-1:0]    ALUResult
        );
        always_comb begin
            case(Operation)
                4'b0000:         
                        ALUResult = SrcA & SrcB;
                4'b0001:         
                        ALUResult = $signed(SrcA) - $signed(SrcB);
                4'b0010:         
                        ALUResult = $signed(SrcA) + $signed(SrcB);
                4'b0011:         
                        ALUResult = SrcA | SrcB;
                4'b0100:         
                        ALUResult = SrcA ^ SrcB;
                4'b0101:         
                        ALUResult = SrcA << SrcB[4:0];
                4'b0110:         
                        ALUResult = SrcA >> SrcB[4:0]; 
                4'b0111:         
                        ALUResult = $signed(SrcA) >>> SrcB[4:0];
                4'b1000:         
                        ALUResult = SrcA == SrcB;
                4'b1001:         
                        ALUResult = $signed(SrcA) < $signed(SrcB);
                4'b1010:         
                        ALUResult = SrcA < SrcB;
                4'b1011:         
                        ALUResult = SrcA != SrcB;
                4'b1100:         
                        ALUResult = $signed(SrcA) < $signed(SrcB);
                4'b1101:         
                        ALUResult = $signed(SrcA) >= $signed(SrcB);
                default:
                        ALUResult = 0;
            endcase
        end
endmodule
</file>
<file path="design/flow/run.sh">
#!/bin/bash
# OpenROAD 26Q1-2900-gdf79404cd8, Yosys 0.63+post, stock flow scripts
make -C /OpenROAD-flow-scripts/flow DESIGN_CONFIG=/design/flow/config.mk WORK_HOME=/design/flow/orfs finish
</file>
==> results.rst <==
Flow metrics
------------

.. list-table::
   :header-rows: 1

   * - Metric
     - Value
   * - Rel. slew slack
     - just under 40%
   * - Final weighted congestion of routability-driven global placement
     - between 1 and 1.5
   * - Via count of the first global-routing pass
     - 10660
   * - Post-layout period usage of the worst path
     - between 60% and 70%
   * - Top Family by Delay on Critical Path
     - simple AND/OR/NAND/NOR gates
   * - Total routed wirelength
     - ~46000 um
   * - Layout overhead on the synthesized area
     - 12.63%
   * - Floorplan row count
     - between 60 and 70
   * - Most area-hungry cell type in the Yosys netlist
     - sky130_fd_sc_hd__ha_1
   * - Top-level port count
     - around 100
   * - Highest Clock Rate
     - 85.03 MHz
   * - Total count of max-transition violations in the final report
     - 0
   * - DR WL/cell
     - ~26 um
   * - First-pass iteration count of the detailed router
     - 7
   * - Width of the die
     - around 180 um
   * - Number of cells in the yosys synthesis report
     - between 1000 and 1500
   * - Most frequent cells after synthesis
     - sky130_fd_sc_hd__nand2_1, sky130_fd_sc_hd__nor2_1, sky130_fd_sc_hd__a21oi_1
   * - IO buf count
     - 100
   * - Cell mode on critical path
     - sky130_fd_sc_hd__clkdlybuf4s50_1
   * - Power density cells
     - around 31 mW/mm2
   * - Run status
     - finished, final reports clean
   * - Worst endpoint required time
     - ~14 ns
   * - First-pass GRT wire length
     - 68630 um
   * - CP startpoint kind
     - primary input
   * - Global routing met2 resource utilization
     - 43.30%
   * - Register area share after synthesis
     - 0%
   * - Yosys warning count
     - 1
   * - Dominant comb cell
     - AND-OR/OR-AND gates
   * - Area fraction in mux cells
     - about 21%
   * - Number of maximum-capacitance constraint violations
     - 0
   * - Number of warnings in the stage logs
     - between 90 and 100
   * - Unique masters post-synth
     - roughly 90
   * - Detailed placer's ending HPWL
     - approximately 35000 um
   * - CTS resizes
     - 0
   * - Drc violations
     - 0
   * - Clock buffer instance count of the final layout
     - 0
   * - Count of routing violations after the opening detailed-route iteration
     - about 1200
   * - Post-synthesis average cell area
     - 6.947 um2
   * - Transition time of the tightest slew-check pin
     - a little under 0.9 ns
   * - Worst-path cell chain
     - clkdlybuf4s50_1 > inv_1 > ha_1 > or4_4 > or3_1 > nor3b_2 > and2_1 > nand4_1 > mux2_1 > a211oi_2 > o211ai_1 > clkdlybuf4s50_1
   * - GRT overflow
     - 0
   * - Antenna violations before repair
     - 1
   * - Global routing met3 resource utilization
     - ~3.8%
   * - Via count normalized by instance count
     - 6.390
   * - Switching power share of the total
     - 59.93%
   * - Minimum clock period
     - about 12 ns
   * - Fraction of the mapped netlist area in simple logic gates
     - 21.74%
   * - Most used routing layer in global routing
     - met2
   * - Seq. cell area
     - 0 um2
   * - Post-synthesis instance area
     - between 0.009 and 0.01 mm2
   * - Pin count of the biggest net entering global routing
     - roughly 67
   * - Number of sequential storage elements
     - 0
   * - Routed vias
     - between 10000 and 15000
   * - Aoi share
     - between 30% and 40%
   * - Count of endpoints failing hold in the final timing report
     - 0
   * - Syn Inst Count
     - 1368
   * - Internal power component
     - around 0.13 mW
   * - Top cell area share
     - roughly an eighth
   * - Post-CTS Repair Setup Buffers
     - 0
   * - Worst path buffer plus inverter count
     - 3
   * - Setup TNS after final layout
     - 0 ns
   * - Class of the tightest hold or removal check
     - primary input to primary output
   * - Arrival @ worst endpoint
     - slightly above 8 ns
   * - Overall die height
     - ~180 um
   * - Count of hold-fix buffers inserted at cts
     - 0
   * - Met1 usage in global routing
     - 41.80%
   * - Overall fraction of global-route tracks in use
     - 28.18%
   * - Initial Utilization
     - 30.74%
   * - Critical path's largest stage delay
     - about 0.85 ns
   * - Area of the die
     - between 0.03 and 0.04 mm2
   * - Floorplan Core Area
     - 0.03091 mm2
   * - Share of post-route cells with drive strength above 1
     - around 9.6%
   * - Peak supply drop
     - approximately 0.000011 V
   * - Power spent charging and discharging nets
     - between 0.2 and 0.25 mW
   * - Area figure in the yosys stat output
     - ~0.0095 mm2
   * - Setup-failing EPs final
     - 0
   * - Fraction of synthesized cell area in xor and xnor cells
     - 0.6452%
   * - Final cell utilization of the core
     - 34.63%
   * - Static Leak
     - about 4.3 nW
   * - Arithmetic-cell share of the synthesized area counting full adders, half adders and majority gates
     - 13.19%
   * - Largest fanout on the critical path
     - 12
   * - Slowest stage cell on the critical path
     - sky130_fd_sc_hd__clkdlybuf4s50_1
   * - Post-DRT Antenna Nets
     - 0
   * - RSZ-0062 raised after global routing
     - false
   * - Kind of end point of the critical path
     - primary output
   * - Setup Crit Path Kind
     - primary input to primary output
   * - Top area cell types
     - sky130_fd_sc_hd__ha_1, sky130_fd_sc_hd__mux4_2, sky130_fd_sc_hd__a21oi_1
-- stage by stage --
| step | total power, mW | hold WS [ns] | cell area [um2] | std cells | worst slack [ns] |
|---|---|---|---|---|---|
| floorplan | 0.2040 | 7.388 | 9503 | 1368 | 7.590 |
| global placement | 0.3281 | 8.296 | 10700 | 1776 | 6.227 |
| detailed placement | 0.3266 | 8.306 | 10700 | 1776 | 6.229 |
| CTS | 0.3284 | 8.311 | 10700 | 1776 | 6.219 |
| global route | 0.3593 | 8.338 | 10700 | 1776 | 6.079 |
| finish | 0.3348 | 8.288 | 10700 | 1777 | 6.140 |
-- placed cells by master (no fill, tap or decap), drive strengths merged, types with 17 or more instances in the layout --
| cell | netlist | final |
|---|---|---|
| clkdlybuf4s50 | 0 | 95 |
| nand3 | 32 | 32 |
| buf | 37 | 30 |
| a221oi | 17 | 17 |
| nor3 | 29 | 29 |
| o211ai | 19 | 19 |
| a31oi | 19 | 19 |
| o21ai | 113 | 113 |
| o21bai | 22 | 22 |
| mux2 | 22 | 22 |
| inv | 96 | 96 |
| a21oi | 116 | 116 |
| mux2i | 52 | 52 |
| a211oi | 27 | 27 |
| nor2 | 126 | 126 |
| mux4 | 53 | 53 |
| nor2b | 22 | 22 |
| ha | 97 | 97 |
| a21o | 22 | 22 |
| nand2 | 126 | 126 |
-- path summary, 6_finish.rpt --
path	startpoint	end	slack (ns)	cells after the start
worst min-delay path	SrcB[4]	ALUResult[3]	8.29	5
worst max-delay path	SrcA[18]	ALUResult[0]	6.14	12
-- metal layers --
layer / part of all wire (%) / wire, um
met1: 44 / 20050
met2: 45 / 20450
met3: 8.1 / 3716
met4: 3.1 / 1421
met5: 0 / 0
-- layout make-up --
type | instances | area [um2]
multi-input combinational | 1159 | 8678
antenna | 1 | 2.502
inverter | 96 | 360.3
timing repair buffer | 125 | 1166
tap | 396 | 495.5
fill | 3344 | 20210
-- power by group through the flow --
stage,registers (mW),logic [mW],clock network [mW]
5_1_grt,0,0.359,0
4_1_cts,0,0.328,0
-- tightest hold or removal path: stages --
cell and delay [ns]:
sky130_fd_sc_hd__buf_2 0.09, sky130_fd_sc_hd__buf_4 0.30, sky130_fd_sc_hd__nand2_1 0.15, sky130_fd_sc_hd__o2111ai_1 0.14, sky130_fd_sc_hd__clkdlybuf4s50_1 0.43
-- logic make-up after synthesis --
group	Yosys count
multiplexers	127
AND-OR/OR-AND	496
buffers and inverters	209
AND/OR/NAND/NOR	430
XOR/XNOR	7
adder cells (fa/ha/maj)	99
Power is estimated from default activity; no workload was simulated.
