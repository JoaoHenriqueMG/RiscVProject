==> run.sh <==
#!/bin/bash
# OpenROAD 26Q1-2900-gdf79404cd8, Yosys 0.63+post, stock flow scripts
make -C /OpenROAD-flow-scripts/flow DESIGN_CONFIG=/design/flow/config.mk WORK_HOME=/design/flow/orfs finish
==> config.mk <==
export PLATFORM = sky130hd
export DESIGN_NAME = BranchUnit
export DESIGN_NICKNAME = BranchUnit
export VERILOG_FILES = /design/flow/design.v
export SDC_FILE = /design/flow/constraint.sdc
export NUM_CORES = 4
export LEC_CHECK = 1
export CORE_AREA = 10 10 108 108
export DIE_AREA = 0 0 118 118
==> constraint.sdc <==
current_design BranchUnit

set clk_period 13.0
set clk_io_pct 0.2

create_clock -name clk0 -period $clk_period

set non_clock_inputs [all_inputs -no_clocks]
set_input_delay [expr $clk_period * $clk_io_pct] -clock clk0 $non_clock_inputs
set_output_delay [expr $clk_period * $clk_io_pct] -clock clk0 [all_outputs]
==> design.v <==
package Pipe_Buf_Reg_PKG;
  typedef struct packed {
    logic [8:0]  Curr_Pc;
    logic [31:0] Curr_Instr;
  } if_id_reg;
  typedef struct packed {
    logic        ALUSrc;
    logic        MemtoReg;
    logic        RegWrite;
    logic        MemRead;
    logic        MemWrite;
    logic [1:0]  ALUOp;
    logic        Branch;
    logic        Halt;
    logic        Jal;
    logic        Jalr;
    logic [8:0]  Curr_Pc;
    logic [31:0] RD_One;
    logic [31:0] RD_Two;
    logic [4:0]  RS_One;
    logic [4:0]  RS_Two;
    logic [4:0]  rd;
    logic [31:0] ImmG;
    logic [2:0]  func3;
    logic [6:0]  func7;
    logic [31:0] Curr_Instr;
  } id_ex_reg;
  typedef struct packed {
    logic        RegWrite;
    logic        MemtoReg;
    logic        MemRead;
    logic        MemWrite;
    logic [31:0] Pc_Imm;
    logic [31:0] Pc_Four;
    logic [31:0] Imm_Out;
    logic [31:0] Alu_Result;
    logic [31:0] RD_Two;
    logic [4:0]  rd;
    logic [2:0]  func3;
    logic [6:0]  func7;
    logic [31:0] Curr_Instr;
    logic JSel;
  } ex_mem_reg;
  typedef struct packed {
    logic        RegWrite;
    logic        MemtoReg;
    logic [31:0] Pc_Imm;
    logic [31:0] Pc_Four;
    logic [31:0] Imm_Out;
    logic [31:0] Alu_Result;
    logic [31:0] MemReadData;
    logic [4:0]  rd;
    logic [31:0] Curr_Instr;
    logic JSel;
  } mem_wb_reg;
endpackage
`timescale 1ns / 1ps
module BranchUnit #(
    parameter PC_W = 9
) (
    input logic [PC_W-1:0] Cur_PC,
    input logic [31:0] Imm,
    input logic Branch,
    input logic Halt,
    input logic Jal,
    input logic Jalr,
    input logic [31:0] AluResult,
    output logic [31:0] PC_Imm,
    output logic [31:0] PC_Four,
    output logic [31:0] BrPC,
    output logic PcSel,
    output logic JSel
);
  logic Branch_Sel;
  logic [31:0] PC_Full;
  assign PC_Full = {23'b0, Cur_PC};
  assign PC_Imm = (Jalr) ? AluResult : (PC_Full + Imm);   
  assign PC_Four = PC_Full + 32'b100;
  assign Branch_Sel = Branch && AluResult[0];   
  assign BrPC = (Branch_Sel || Jal || Jalr) ? PC_Imm : ((Halt) ? PC_Full : 32'b0);   
  assign PcSel = Branch_Sel || Halt || Jal || Jalr;   
  assign JSel = (Jal || Jalr);   
endmodule
==> flow_summary_export.csv <==
group,metric,value,unit
status,status,"complete, no violations",
critical_path,crit_required,10400,ps
worst_hold_path,hold_depth,2,
timing,tns,0,ps
clock_network,cts_setup_buffers,0,
placed_design,dp_slack,4750,ps
detailed_routing,detail-route-antenna-nets,0,
yosys,ys_area,2030,sq um
global_routing,grt_pass1_vias,2557,
critical_path,end_kind,"primary output",
pwr,total_power,130,uW
critical_path,arrival,5630,ps
timing,worstMarginPinSlew,718,ps
detailed_routing,wl_per_cell,16.0,microns
detailed_routing,drc,0,
worst_hold_path,hold_class,"input pin to primary output",
timing,relSlewSlack,0.521,
cells_and_area,num-fill-cells,1000,
detailed_routing,routed_via_density,4.61,
detailed_routing,routed_wl,8.86,mm
critical_path,worstSetupPathType,"input pin to primary output",
pwr,seq_power_share,0,
yosys,netlist_area,2030,sq um
yosys,syn_avg_cell_area,7.15,sq um
cells_and_area,regArea,0,sq um
detailed_routing,vias,2551,
flow_run,log.warning_count,32,
pwr,switchingPower,47.2,uW
yosys,ys_seq_frac,0,
clock_network,cts.repair.resized,0,
timing,hold_viol_final,0,
cells_and_area,clkbuf_count,0,
pwr,clkPwrFrac,0,
clock_network,cts_hold_buf,0,
yosys,yosysWarnings,0,
pwr,power_density,36.3,nW/um^2
pwr,p_int,82.9,uW
placed_design,dp_hpwl,7.67,mm
critical_path,crit_path_max_fanout,9,
cells_and_area,comb_area,1840,sq um
die,core_area,9280,sq um
timing,layout_min_cycle_time,8230,ps
pwr,comb_power_share,1.000,
flow_run,maxCapViolations,0,
global_routing,grt_max_degree,76,
cells_and_area,drive_gt1_frac,0.0873,
cells_and_area,flops,0,
die,fp.dieH,118,microns
pwr,p_leak,1.37,nW
yosys,ys_cells,284,
yosys,postSynthCellCount,284,
global_routing,grt_overflow,0,
global_routing,antenna_found_initial,0,
critical_path,start_kind,"input pin",
die,fp-utilization,0.219,
global_routing,track_usage,0.116,
die,chip_area,13900,sq um
placed_design,portBuffers,153,
timing,slew_viol_final,0,
pwr,vdd_drop_max,14.7,uV
timing,clock.fmax,121,MHz
die,io_pins,175,
timing,setup_viol,0,
detailed_routing,first_pass_iters,4,
cells_and_area,area_growth,76.5,%
global_routing,grt_pass1_wl,13.5,mm
placed_design,place_congestion,0.815,
die,row_count,35,
detailed_routing,insertedDiodeCount,0,
timing,fin_ws,4770,ps
die,die-width,118,microns
timing,final.period_utilization,0.633,
yosys,ys_types,50,
detailed_routing,first_iter_violations,84,
pwr,switching_share,0.363,
timing,rsz0062_at_grt,"no",
logic make-up (layout without fill, tap and decap cells):
family                     count (synthesis)  count (layout)  synth area share
xor gates and xnor gates                  31              31             0.134
and+or+nand+nor                           94              94             0.229
AOI/OAI and AO/OA                         80              80             0.308
adders and majority gates                 11              11            0.0715
other                                      1              22           0.00185
muxes                                     22              22             0.121
buffers and inverters                     45             164             0.135
metrics by stage:
step                 util  cell area [sq um]  cells  hold slack (ps)
CTS                 0.386               3580    553             6090
finish              0.386               3580    553             6080
global route        0.386               3580    553             6110
floorplan               -               2110    305             5210
detailed placement  0.386               3580    553             6090
global placement    0.386               3580    553             6090
synthesized netlist by cell type, types with 4 or more instances:
master,n,share of area
o21ai_0,18,0.044
clkbuf_1,10,0.018
a21oi_1,11,0.027
o21a_1,4,0.015
buf_4,26,0.096
a211oi_1,7,0.026
nand3_1,19,0.047
and3_1,9,0.028
ha_1,10,0.062
xor2_1,14,0.060
nand4_1,6,0.018
a22o_1,16,0.069
nor3_1,4,0.0099
inv_1,6,0.011
nand2_1,32,0.059
nor2b_1,5,0.015
nor2_1,10,0.018
mux2_2,21,0.12
xnor2_1,17,0.073
placed cells by master, fill, tap and decap left out, types with 2 or more instances in the layout:
cell and n:
nand4_1 6, clkdlybuf4s50_1 152, xor2_1 14, nor3_1 4, xnor2_1 17, ha_1 10, conb_1 22, o31ai_1 2
buf_4 5, o21a_1 4, a22o_1 16, nor2_1 10, and3_1 9, a211oi_1 7, a21oi_1 11, a22oi_1 2
nand3_1 19, inv_1 6, a221oi_1 2, o21ai_0 18, mux2_2 21, a2111oi_2 3, a21o_1 3, nand2_1 32
nor2b_1 5
layer usage:
metal  GRT usage  vias to the layer above  routed length (microns)  part of all wire
met4     0.00386                        0                       34            0.0038
met5           0                        -                        0                 0
met2       0.206                      100                     4290              0.48
li1            -                     1289                        -                 -
met1       0.138                     1160                     3850              0.43
met3      0.0379                        2                      693             0.078
worst paths after layout:
path                   from          to  slack (ps)
setup / recovery  Cur_PC[7]  PC_Imm[26]        4770
hold / removal    Cur_PC[0]  PC_Four[0]        6080
power groups by stage:
| stage | combinational (mW) | clock (mW) | sequential [mW] |
|---|---|---|---|
| after CTS | 0.133 | 0 | 0 |
| after global routing | 0.143 | 0 | 0 |
| final | 0.130 | 0 | 0 |
worst max-delay path, cell delays in order:
cell and delay, ps:
clkdlybuf4s50_1 500, ha_1 480, and3_2 260, a211oi_1 90
a2111oi_4 660, nand3_1 180, xnor2_1 210, mux2_2 180
clkdlybuf4s50_1 460
final cells by class:
type                            instances  area share
Timing Repair Buffer                  158       0.436
Tap cell                              129      0.0450
Multi-Input combinational cell        260       0.512
Inverter                                6     0.00628
No activity file was given, so power comes from the tool's default toggle rates.
