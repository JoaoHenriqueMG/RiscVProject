## run.sh

```bash
#!/bin/bash
# OpenROAD 26Q1-2900-gdf79404cd8, Yosys 0.63+post, stock flow scripts
make -C /OpenROAD-flow-scripts/flow DESIGN_CONFIG=/design/flow/config.mk WORK_HOME=/design/flow/orfs finish
```

## config.mk

```make
export PLATFORM = sky130hd
export DESIGN_NAME = RegFile
export DESIGN_NICKNAME = RegFile
export VERILOG_FILES = /design/flow/design.v
export SDC_FILE = /design/flow/constraint.sdc
export NUM_CORES = 4
export LEC_CHECK = 1
export CORE_UTILIZATION = 30
```

## constraint.sdc

```tcl
current_design RegFile

set clk_period 15.5
set clk_io_pct 0.2

create_clock -name clk0 -period $clk_period [get_ports {clk}]

set non_clock_inputs [all_inputs -no_clocks]
set_input_delay [expr $clk_period * $clk_io_pct] -clock clk0 $non_clock_inputs
set_output_delay [expr $clk_period * $clk_io_pct] -clock clk0 [all_outputs]
```

## design.v

```verilog
package Pipe_Buf_Reg_PKG;
  typedef struct packed {
    logic [8:0]  Curr_Pc;
    logic [31:0] Curr_Instr;
  } if_id_reg;
  typedef struct packed {
    logic        ALUSrc;
    logic        MemtoReg;
    logic        RegWrite;
    logic        MemRead;
    logic        MemWrite;
    logic [1:0]  ALUOp;
    logic        Branch;
    logic        Halt;
    logic        Jal;
    logic        Jalr;
    logic [8:0]  Curr_Pc;
    logic [31:0] RD_One;
    logic [31:0] RD_Two;
    logic [4:0]  RS_One;
    logic [4:0]  RS_Two;
    logic [4:0]  rd;
    logic [31:0] ImmG;
    logic [2:0]  func3;
    logic [6:0]  func7;
    logic [31:0] Curr_Instr;
  } id_ex_reg;
  typedef struct packed {
    logic        RegWrite;
    logic        MemtoReg;
    logic        MemRead;
    logic        MemWrite;
    logic [31:0] Pc_Imm;
    logic [31:0] Pc_Four;
    logic [31:0] Imm_Out;
    logic [31:0] Alu_Result;
    logic [31:0] RD_Two;
    logic [4:0]  rd;
    logic [2:0]  func3;
    logic [6:0]  func7;
    logic [31:0] Curr_Instr;
    logic JSel;
  } ex_mem_reg;
  typedef struct packed {
    logic        RegWrite;
    logic        MemtoReg;
    logic [31:0] Pc_Imm;
    logic [31:0] Pc_Four;
    logic [31:0] Imm_Out;
    logic [31:0] Alu_Result;
    logic [31:0] MemReadData;
    logic [4:0]  rd;
    logic [31:0] Curr_Instr;
    logic JSel;
  } mem_wb_reg;
endpackage
`timescale 1ns / 1ps
module RegFile #(
    parameter DATA_WIDTH = 32,   
    parameter ADDRESS_WIDTH = 5,   
    parameter NUM_REGS = 32
) (
    input clk,   
    input rst,   
    input rg_wrt_en,   
    input  [ADDRESS_WIDTH-1:0] rg_wrt_dest,  
    input [ADDRESS_WIDTH-1:0] rg_rd_addr1,   
    input [ADDRESS_WIDTH-1:0] rg_rd_addr2,   
    input  [DATA_WIDTH-1:0] rg_wrt_data,  
    output logic [DATA_WIDTH-1:0] rg_rd_data1,   
    output logic [DATA_WIDTH-1:0] rg_rd_data2    
);
  integer i;
  logic [DATA_WIDTH-1:0] register_file[NUM_REGS-1:0];
  always @(negedge clk) begin
    if (rst == 1'b1) for (i = 0; i < NUM_REGS; i = i + 1) register_file[i] <= 0;
    else if (rst == 1'b0 && rg_wrt_en == 1'b1) begin
      register_file[rg_wrt_dest] <= rg_wrt_data;
    end
  end
  assign rg_rd_data1 = register_file[rg_rd_addr1];
  assign rg_rd_data2 = register_file[rg_rd_addr2];
endmodule
```

==> highlights.md <==
Setup path
* **Worst Setup Start Kind** flop
* **worst stage delay on the critical path** 690 ps
* **worst path cell trace** mux2i_1 > a22o_1 > nor3_1 > a31oi_1 > nand3_1 > clkdlybuf4s50_1
* **CP max FO** 2
* **Worst setup EP type** output pin
* **slowest CP cell** sky130_fd_sc_hd__nor3_1
* **worst path required time** 12400 ps
* **Crit Path Class** flop to output pin
* **crit path DAT** 10710 ps

Cells and area
* **largest registers in the final layout** register_file (1024)
* **area growth from synthesis to layout** 20.1%
* **top library cells by usage in the layout, fill and taps aside** sky130_fd_sc_hd__inv_1 (1037), sky130_fd_sc_hd__and2_1 (1024), sky130_fd_sc_hd__mux2i_1 (1024), sky130_fd_sc_hd__edfxtp_1 (1024), sky130_fd_sc_hd__nand2_1 (194)
* **Commonest Layout Cell** sky130_fd_sc_hd__inv_1
* **final non-filler cell area** 67500 um2
* **number of fill cells** 17.7k
* **Largest Register** register_file
* **share of final-layout standard cells stronger than drive strength 1** 7.68%
* **number of flip-flops under the largest register name** 1024
* **Final Core Density** 36.3%

Clock tree
* **clock root buffer** sky130_fd_sc_hd__clkbuf_16
* **postcts setup bufs** 0
* **clock tree from TritonCTS** done
* **count of clock tree sinks** 1024
* **clock transition at the registers of the reported paths** 30 ps
* **CTS buffer count** 109
* **Longest Clk Path Bufs** 3
* **CTS HTree Levels** 3
* **Resized cells post-CTS** 0
* **# hold bufs at CTS** 0

Synth
* **Yosys warnings** 1
* **Synth cell types** 31
* **total standard cell area after synthesis** 56200 um2
* **cell count in the Yosys report** 4641
* **post-synthesis cell count** 4641
* **average footprint of a synthesized cell** 12.1 um2
* **YS chip area** 56200 um2
* **fraction of the yosys area taken by sequential cells** 54.7%
* **Post-synth regs** 1024

Drt
* **Total Routed Length** 196000 um
* **Via Count** 41.3k
* **Remaining DRCs** 0
* **Detailed Routing Iterations Pass 1** 5
* **mean number of vias per cell** 5.06
* **violation count after the first detailed-routing iteration** 2575
* **average wire per cell in the routed design** 23.9 um
* **Antenna Violating Nets Remaining** 0

STA
* **unrepaired setup endpoints after global routing** no
* **worst slew margin relative to its limit** 37.8%
* **number of hold-slack violations in the final timing report** 0
* **Hold Slack** 7350 ps
* **pin slew with the least headroom to its limit** 933 ps
* **number of setup violations in the final report** 0
* **Total Neg Setup Slack** 0 ps
* **max-slew violation count** 0

Power
* **switching part of the total** 30.0%
* **leakage power figure** 29.8 nW
* **areal power density over the cells** 118 nW/um2
* **internal power** 5.58 mW
* **share of power burned in combinational logic** 10.0%
* **sequential cell fraction of total power** 41.4%
* **Max VDD drop** 0.0917 mV
* **clock power share** 48.6%
* **overall power after layout** 7.97 mW
* **net switching power of the design** 2.39 mW

GRT
* **number of global-route vias before repair** 44.2k
* **fraction of met3 tracks used by global routing** 14.4%
* **met1 capacity usage during global routing** 22.8%
* **remaining global-route overflow** 0
* **overall fraction of global-route tracks in use** 21.4%
* **GRT Max-Usage Layer** met2
* **met2 track utilization from global routing** 31.8%
* **number of antenna violations at the first check in global routing** 9
* **maximum number of pins on one net before global-route repair** 94
* **wire length of the first global-routing pass** 279000 um

Die
* **Core Box Area** 186000 um2
* **die footprint** 189000 um2
* **Die Width** 435 um
* **I/O Pins** 114
* **die height** 435 um
* **floorplan row count** 158
* **Initial Utilization** 30.2%

Hold path
* **Worst Hold Path Cells** 6
* **min-delay worst type** input pin to output pin

Run
* **max capacitance violation total** 0
* **total number of warnings across the stage logs** 1027

Placed design
* **Port-buffer cells** 113
* **standard cell area after detailed placement** 59800 um2
* **half-perimeter wire length after detailed placement** 111000 um
* **last weighted congestion value of the routability-driven placer** 0.898

Run status
* **run status** completed

[worst paths after layout]
kind	startpoint	endpoint	slack [ps]
hold / removal	rg_rd_addr1[1]	rg_rd_data1[20]	7350
setup / recovery	register_file[2][6]	rg_rd_data1[6]	1690
[layer usage]
layer	up-vias	share of wire, %
met4	16	4.5
met1	19700	35
li1	18900	-
met2	2221	47
met3	423	14
met5	-	0.13
[cells by family (layout without fill, tap and decap cells)]
logic type	Yosys count	in the layout	synth area share (%)
buffers and inverters	449	1500	3.97
multiplexers	1024	1024	18.2
other	0	5	0
flip-flops	1024	1024	54.7
AND/OR/NAND/NOR	1568	1568	16.1
AND-OR/OR-AND	576	576	6.98
[cell usage after synthesis, drive strengths merged]
cell type | instances | share of area (%)
nor2 | 36 | 0.44
nand2b | 5 | 0.056
nand3 | 194 | 1.7
or3 | 2 | 0.031
buf | 179 | 2.1
nand2 | 196 | 1.3
inv | 1 | 0.0067
a21oi | 192 | 1.7
and2 | 1026 | 11
edfxtp | 1024 | 55
nor2b | 5 | 0.056
clkbuf | 269 | 1.9
nor3 | 64 | 0.57
or2 | 34 | 0.38
nand3b | 4 | 0.060
a22o | 128 | 2.0
or3b | 2 | 0.040
a22oi | 192 | 2.6
a31oi | 64 | 0.71
mux2i | 1024 | 18
[power by group through the flow]
stage / Combinational (mW) / Sequential [mW] / Clock [mW]
final: 0.799 / 3.30 / 3.87
after global routing: 0.849 / 3.31 / 4.29
after CTS: 0.797 / 3.30 / 3.99
[worst max-delay path: cells and delay by family, from the launching register on]
| kind | cells | cell delay [ps] |
|---|---|---|
| muxes | 1 | 70 |
| AOI/OAI and AO/OA | 2 | 450 |
| buffers and inverters | 1 | 490 |
| DFF | 1 | 330 |
| and+or+nand+nor | 2 | 880 |
[final cells by class]
cell class | count | area [um2] | area share [%]
repair buffers | 281 | 2550 | 3.78
multi-input cells | 3168 | 23400 | 34.7
diodes | 5 | 12.5 | 0.0185
well taps | 2480 | 3100 | 4.60
clock inverters | 1108 | 4920 | 7.28
flip-flops and latches | 1024 | 30700 | 45.5
clock buffers | 111 | 2780 | 4.11
[stage by stage]
| step | setup WS, ps | instances |
|---|---|---|
| global route | 1490 | 8175 |
| CTS | 1670 | 8172 |
| detailed placement | 1400 | 6954 |
| finish | 1690 | 8177 |
| global placement | 1340 | 6954 |
| floorplan | 2980 | 4641 |
Power and IR drop assume default switching activity.
